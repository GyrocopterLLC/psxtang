`/design/flow/constraint.sdc`:
```
current_design ddr_arbiter

set clk_period 13.1
set clk_io_pct 0.2

create_clock -name clk0 -period $clk_period [get_ports {ddr_clk_i}]

set non_clock_inputs [all_inputs -no_clocks]
set_input_delay [expr $clk_period * $clk_io_pct] -clock clk0 $non_clock_inputs
set_output_delay [expr $clk_period * $clk_io_pct] -clock clk0 [all_outputs]
```
`/design/flow/design.v`:
```
module ddr_arbiter 
#(
    parameter int ADDR_WIDTH = 32,
    parameter int DATA_WIDTH = 128,
    parameter int STROBE_WIDTH = (DATA_WIDTH / 8)
)
(
    input  logic                    rstn_i,
    input  logic                    ddr_clk_i,   
    output logic                    ddr1_busy_o,
    input  logic                    ddr1_wr_en_i,
    input  logic                    ddr1_rd_en_i,
    input  logic [ADDR_WIDTH-1:0]   ddr1_addr_i,
    input  logic [DATA_WIDTH-1:0]   ddr1_wr_data_i,
    input  logic [STROBE_WIDTH-1:0] ddr1_wr_strb_i,
    output logic [DATA_WIDTH-1:0]   ddr1_rd_data_o,
    output logic                    ddr1_rd_data_valid_o,
    output logic                    ddr2_busy_o,
    input  logic                    ddr2_wr_en_i,
    input  logic                    ddr2_rd_en_i,
    input  logic [ADDR_WIDTH-1:0]   ddr2_addr_i,
    input  logic [DATA_WIDTH-1:0]   ddr2_wr_data_i,
    input  logic [STROBE_WIDTH-1:0] ddr2_wr_strb_i,
    output logic [DATA_WIDTH-1:0]   ddr2_rd_data_o,
    output logic                    ddr2_rd_data_valid_o,
    output logic                    ddr3_busy_o,
    input  logic                    ddr3_wr_en_i,
    input  logic                    ddr3_rd_en_i,
    input  logic [ADDR_WIDTH-1:0]   ddr3_addr_i,
    input  logic [DATA_WIDTH-1:0]   ddr3_wr_data_i,
    input  logic [STROBE_WIDTH-1:0] ddr3_wr_strb_i,
    output logic [DATA_WIDTH-1:0]   ddr3_rd_data_o,
    output logic                    ddr3_rd_data_valid_o,
    input  logic                    ddr_busy_i,
    output logic                    ddr_wr_en_o,
    output logic                    ddr_rd_en_o,
    output logic [ADDR_WIDTH-1:0]   ddr_addr_o,
    output logic [DATA_WIDTH-1:0]   ddr_wr_data_o,
    output logic [STROBE_WIDTH-1:0] ddr_wr_strb_o,
    input  logic [DATA_WIDTH-1:0]   ddr_rd_data_i,
    input  logic                    ddr_rd_data_valid_i
);
logic [2:0] selected_port;  
logic port1pend, port2pend, port3pend;
logic port1_req, port2_req, port3_req;
assign port1_req = ddr1_rd_en_i || ddr1_wr_en_i;
assign port2_req = ddr2_rd_en_i || ddr2_wr_en_i;
assign port3_req = ddr3_rd_en_i || ddr3_wr_en_i;
assign ddr1_busy_o = ddr_busy_i || (!selected_port[0]);
assign ddr2_busy_o = ddr_busy_i || (!selected_port[1]);
assign ddr3_busy_o = ddr_busy_i || (!selected_port[2]);
assign ddr1_rd_data_o = ddr_rd_data_i;
assign ddr2_rd_data_o = ddr_rd_data_i;
assign ddr3_rd_data_o = ddr_rd_data_i;
always_ff @(posedge ddr_clk_i or negedge rstn_i) begin
    if (!rstn_i) begin
        selected_port <= 3'b001;
    end else begin
        if(port1pend || (selected_port[0] && (port1_req))) begin
            selected_port <= 3'b001;
        end 
        else if(port2pend || (selected_port[1] && (port2_req))) begin
            selected_port <= 3'b010;
        end 
        else if(port3pend || (selected_port[2] && (port3_req))) begin
            selected_port <= 3'b100;
        end
    end
end
always_comb begin
    port1pend = 0;
    if ((!selected_port[0]) && (port1_req)) 
        port1pend = 1;
    port2pend = 0;
    if ((!selected_port[1]) && (port2_req)) 
        port2pend = 1;
    port3pend = 0;
    if ((!selected_port[2]) && (port3_req)) 
        port3pend = 1;
end
always_comb begin
    ddr_wr_en_o = ddr1_wr_en_i;
    ddr_rd_en_o = ddr1_rd_en_i;
    ddr_addr_o = ddr1_addr_i;
    ddr_wr_data_o = ddr1_wr_data_i;
    ddr_wr_strb_o = ddr1_wr_strb_i;
    if (selected_port[1]) begin
        ddr_wr_en_o = ddr2_wr_en_i;
        ddr_rd_en_o = ddr2_rd_en_i;
        ddr_addr_o = ddr2_addr_i;
        ddr_wr_data_o = ddr2_wr_data_i;
        ddr_wr_strb_o = ddr2_wr_strb_i;
    end else if (selected_port[2]) begin
        ddr_wr_en_o = ddr3_wr_en_i;
        ddr_rd_en_o = ddr3_rd_en_i;
        ddr_addr_o = ddr3_addr_i;
        ddr_wr_data_o = ddr3_wr_data_i;
        ddr_wr_strb_o = ddr3_wr_strb_i;
    end
end
logic [2:0] read_fifo_out;
logic read_fifo_wr_en;
assign read_fifo_wr_en = ddr_rd_en_o && (!ddr_busy_i);
fifo_sc_ssram #(
    .DSIZE(3),
    .DEPTH(16)
) read_port_fifo (
    .Reset(!rstn_i),
    .Data(selected_port),
    .Clk(ddr_clk_i),
    .WrEn(read_fifo_wr_en),
    .RdEn(ddr_rd_data_valid_i),
    .Q(read_fifo_out),
    .AlmostEmptySetTh(2),
    .AlmostEmptyClrTh(3),
    .AlmostFullSetTh(14),
    .AlmostFullClrTh(13),
    .Almost_Empty(),
    .Almost_Full(),
    .Wnum(),
    .Empty(),
    .Full()
);
always_comb begin
    ddr1_rd_data_valid_o = 0;
    ddr2_rd_data_valid_o = 0;
    ddr3_rd_data_valid_o = 0;
    if(ddr_rd_data_valid_i && read_fifo_out[0]) 
        ddr1_rd_data_valid_o = 1;
    if(ddr_rd_data_valid_i && read_fifo_out[1]) 
        ddr2_rd_data_valid_o = 1;
    if(ddr_rd_data_valid_i && read_fifo_out[2]) 
        ddr3_rd_data_valid_o = 1;
end
endmodule
module fifo_sc_ssram #(
    parameter int DSIZE = 32,
    parameter int DEPTH = 128,
    parameter int ASIZE = $clog2(DEPTH)
) (
    input  logic [DSIZE-1:0] Data,
    input  logic             Clk,
    input  logic             WrEn,
    input  logic             RdEn,
    input  logic             Reset,
    input  logic [ASIZE-1:0] AlmostEmptySetTh,
    input  logic [ASIZE-1:0] AlmostEmptyClrTh,
    input  logic [ASIZE-1:0] AlmostFullSetTh,
    input  logic [ASIZE-1:0] AlmostFullClrTh,
    output logic [  ASIZE:0] Wnum,
    output logic             Almost_Empty,
    output logic             Almost_Full,
    output logic [DSIZE-1:0] Q,
    output logic             Empty,
    output logic             Full
);
    logic [ASIZE-1:0] raddr;
    logic [ASIZE-1:0] waddr;
    logic             rempty_val;
    logic             wfull_val;
    logic             arempty_val;
    logic             awfull_val;
    logic [  ASIZE:0] wcnt_sub;
    logic [  ASIZE:0] rbin_next;
    logic [  ASIZE:0] wbin_next;
    logic [  ASIZE:0] rbin;
    logic [  ASIZE:0] wbin;
    logic [DSIZE-1:0] Q_r2;
    logic [DSIZE-1:0] mem[0:(DEPTH-1)]    ;
    always_ff @(posedge Clk)
        if (WrEn && ~Full)
            mem[waddr] <= Data;
    always_ff @(posedge Clk or posedge Reset)
        if (Reset) Q_r2 <= 0;
        else if (RdEn ? ~rempty_val : (Empty & !rempty_val)) Q_r2 <= mem[raddr];
    assign Q = Q_r2;
    always_ff @(posedge Clk or posedge Reset)
        if (Reset) rbin <= 0;
        else rbin <= rbin_next;
    always_ff @(posedge Clk or posedge Reset)
        if (Reset) wbin <= 0;
        else wbin <= wbin_next;
    assign raddr = rbin_next[ASIZE-1:0];
    assign rbin_next = rbin + (RdEn & ~Empty);
    assign waddr = wbin[ASIZE-1:0];
    assign wbin_next = wbin + (WrEn & ~Full);
    assign wcnt_sub   = {wbin_next[ASIZE]^rbin_next[ASIZE],wbin_next[ASIZE-1:0]} - {1'b0,rbin_next[ASIZE-1:0]};
    assign rempty_val = (rbin_next == wbin);
    assign wfull_val = (wbin_next == {~rbin_next[ASIZE], rbin_next[ASIZE-1:0]});
    always_ff @(posedge Clk or posedge Reset)
        if (Reset) Empty <= 1'b1;
        else Empty <= rempty_val;
    always_ff @(posedge Clk or posedge Reset)
        if (Reset) Full <= 1'b0;
        else Full <= wfull_val;
    assign arempty_val = (wcnt_sub <= AlmostEmptyClrTh);
    assign awfull_val  = (wcnt_sub >= AlmostFullClrTh);
    always_ff @(posedge Clk or posedge Reset) begin
        if (Reset) Almost_Empty <= 1'b1;
        else if ((arempty_val == 1) && (wcnt_sub <= AlmostEmptySetTh))
            Almost_Empty <= 1'b1;
        else if (arempty_val == 0) Almost_Empty <= 1'b0;
    end
    always_ff @(posedge Clk or posedge Reset) begin
        if (Reset) Almost_Full <= 1'b0;
        else if ((awfull_val == 1) && (wcnt_sub >= AlmostFullSetTh))
            Almost_Full <= 1'b1;
        else if (awfull_val == 0) Almost_Full <= 1'b0;
    end
    always_ff @(posedge Clk or posedge Reset)
        if (Reset) Wnum <= 0;
        else Wnum <= wcnt_sub;
endmodule
```
`/design/flow/config.mk`:
```
export PLATFORM = sky130hd
export DESIGN_NAME = ddr_arbiter
export DESIGN_NICKNAME = ddr_arbiter
export VERILOG_FILES = /design/flow/design.v
export SDC_FILE = /design/flow/constraint.sdc
export NUM_CORES = 4
export LEC_CHECK = 1
export CORE_AREA = 10 10 473 473
export DIE_AREA = 0 0 483 483
```
`/design/flow/run.sh`:
```
#!/bin/bash
# OpenROAD 26Q1-2900-gdf79404cd8, Yosys 0.63+post, stock flow scripts
make -C /OpenROAD-flow-scripts/flow DESIGN_CONFIG=/design/flow/config.mk WORK_HOME=/design/flow/orfs finish
```
==> reports/qor.yml <==
logic_synthesis:
  top_area_share_pct: 30.98
  ff_type: "edfxtp_1"
  simple_gate_share_pct: 9.791
  ys_types: 35
  yosys_cells: 1146
  ys_top_cells_by_count: "385 x buf_4, 187 x mux2i_1, 181 x nand2_1"
  largest_area_cell: "buf_4"
  logic_family: "buffers and inverters"
  aoi_share_pct: 9.925
  async_flop_share_pct: 27.27
  yosys-top-cells-area: "buf_4 31%, mux2i_1 20%, edfxtp_1 15%, o21ai_0 9.5%, nand2_1 7.3%"
  mappedNetlistArea_um2: 9329
  synth_area_per_cell_um2: 8.140
  edf_count: 48
  synthAdderAreaFrac_pct: 0.5365
  ys_warn_count: 6
  top_cell: "buf_4"
  ys.flops: 66
  syn_inst: 1146
  synthMuxAreaShare_pct: 23.56
  ys_chip_area_um2: 9329
  ys_seq_share_pct: 20.31
  ys_sh_xor_pct: 1.824
global_route:
  track_usage_pct: 16.77
  grt_pass1_vias: 10099
  overflow: 0
  antenna_found_initial: 350
  grt_max_degree: 74
  grt_first_pass_wirelength_um: 226700
clocking:
  cts.repair.resized: 0
  cts_setup_buffers: 0
  ctsHoldBuffers: 0
  cts-root-buf: "clkbuf_16"
  cts_tree: "built"
  clk_transition_reported_paths_ns: 0.05
  cts_max_path_buffers: 2
  cts_htree_levels: 3
  clock-sinks: 66
  cts-buffers-inserted: 9
  clk_latency_ns: 0.33
timing:
  slew_headroom_pct: 29.84
  fmax_ghz: 0.1299
  clock_skew_ns: 0.005934
  finalMaxSlewViolations: 0
  tns_ns: 0
  grt_setup_unrepaired: "no"
  setup_viol: 0
  worstMarginPinSlew_ns: 1.041
  fin_crit_ns: 7.701
  fin_crit_sh_pct: 58.79
  hold_violations: 0
floorplan:
  die_x_um: 483
  rows: 169
  fp_util_pct: 4.386
  ioPinCount: 1234
  core-area_um2: 212700
  die_height_um: 483
  die_area_um2: 233300
setup_path:
  crit_path_end_kind: "output port"
  cp.arrival_ns: 5.08
  crit_slowest_cell: "o21ai_0"
  cp_max_fo: 1
  cp-start-kind: "input pin"
  crit_chain: "clkdlybuf4s50_1, mux2i_1, o21ai_0, clkdlybuf4s50_1"
  max_stage_delay_ns: 0.88
  criticalPathCategory: "in2out"
  cp_common_cell: "clkdlybuf4s50_1"
  critical_path_required_ns: 10.48
detailed_routing:
  drc_errors: 0
  routed_wl_um: 201100
  route.detailed.wl_per_inst_um: 46.75
  via_per_inst: 2.521
  vias: 10844
  ant_nets: 0
  drt_iter0_drc: 519
  dr.pass1.iters: 6
final_layout:
  fin_util_pct: 8.185
  syn2layout_area_growth_pct: 86.64
  final_cells: 4302
  fin_area_um2: 17410
  drive_gt1_share_pct: 3.806
pwr:
  p_int_uw: 817.3
  p_leak_nw: 4.817
  pwr-share-clk_pct: 18.7
  p_sw_uw: 456.3
  sw_frac_of_total_pct: 35.83
  power.density_nw_per_um2: 73.15
  combPwrFrac_pct: 58.0
  share_seq_of_total_power_pct: 23.3
  peakVddDrop_mv: 0.08918
worst_hold_path:
  hold_path.class: "reg2reg"
place:
  dp.cells: 4250
  hpwl_um: 193100
  routabilityCongestion: 0.8407
  postPlaceCellArea_um2: 17020
  io_buffers: 721
flow_run:
  warnings: 25
  max-cap-violations: 0
status:
  status: "finished clean"
## through the flow
step	hold WS, ns	setup WS (ns)	power [mW]
after floorplan	0.4720	7.374	0.6578
after global placement	0.4946	5.316	1.040
after detailed placement	0.4948	5.329	1.053
after CTS	0.5052	5.329	1.297
after global routing	0.5152	5.333	1.346
final	0.5012	5.399	1.274
## layout make-up
| cell class | instances | area, um2 |
|---|---|---|
| fillers | 24832 | 195300 |
| repair buffers | 734 | 7315 |
| multi-input cells | 626 | 4258 |
| well taps | 2821 | 3530 |
| flip-flops and latches | 66 | 1902 |
| clock buffers | 12 | 256.5 |
| diodes | 36 | 90.09 |
| clock inverters | 4 | 50.05 |
| inverters | 3 | 11.26 |
## cell families after synthesis
kind of cell             after synthesis
XOR/XNOR                              16
AND/OR/NAND/NOR                      223
AND-OR/OR-AND                        180
adder cells (fa/ha/maj)                4
multiplexers                         203
buffers and inverters                454
flip-flops                            66
## metal layers
| metal | vias up | wire [um] | track usage (%) |
|---|---|---|---|
| met5 | - | 1467 | 0 |
| met4 | 220 | 5558 | 1.924 |
| met3 | 716 | 49250 | 19.42 |
| met2 | 1388 | 92000 | 27.73 |
| met1 | 4375 | 52840 | 13.22 |
| li1 | 4145 | - | - |
## flip-flops by register name, indices dropped and copies added, names as in the netlist
name,count
read_port_fifo.wbin,5
read_port_fifo.mem,48
read_port_fifo.rbin,5
read_port_fifo.Empty,1
read_port_fifo.Q_r2,3
read_port_fifo.Full,1
selected_port,3
## cells in the final DEF (no fill, tap or decap), drive strengths merged, types with 2 or more instances in the layout
| master | count |
|---|---|
| buf | 13 |
| mux4 | 12 |
| nand3 | 5 |
| dfrtp | 16 |
| clkinvlp | 2 |
| nor2 | 15 |
| ha | 4 |
| o21ai | 177 |
| dfstp | 2 |
| nand3b | 2 |
| mux2 | 4 |
| inv | 3 |
| xor2 | 9 |
| and2 | 3 |
| clkdlybuf4s50 | 721 |
| nor3 | 7 |
| xnor2 | 7 |
| nand2 | 181 |
| edfxtp | 48 |
| mux2i | 187 |
| clkbuf | 12 |
| nand2b | 5 |
| diode | 36 |
## power groups by stage
stage | combinational, mW | sequential, mW | clock [mW]
4_1_cts | 0.761 | 0.296 | 0.240
5_1_grt | 0.796 | 0.299 | 0.251
6_report | 0.739 | 0.296 | 0.238
## path summary, 6_finish.rpt
check | cells past startpoint | from | endpoint | slack, ns
worst max-delay path | 4 | ddr3_addr_i[6] | ddr_addr_o[6] | 5.40
worst min-delay path | 1 | read_port_fifo.Q_r2[2] | read_port_fifo.Q_r2[2] | 0.50
worst max register to register | 9 | selected_port[2] | read_port_fifo.Full | 9.59
worst min register to register | 1 | read_port_fifo.Q_r2[2] | read_port_fifo.Q_r2[2] | 0.50
max in group asynchronous | 1 | rstn_i | selected_port[2] | 9.59
min in group asynchronous | 1 | rstn_i | read_port_fifo.rbin[1] | 2.83
## critical path, delay by kind of cell
kind | cells | cell delay [ns]
AOI/OAI and AO/OA | 1 | 0.88
buffers and inverters | 2 | 1.29
muxes | 1 | 0.27
Power is estimated from default activity; no workload was simulated.
