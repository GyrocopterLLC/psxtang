<file path="./config.mk">
export PLATFORM = sky130hd
export DESIGN_NAME = cdc_fifo
export DESIGN_NICKNAME = cdc_fifo
export VERILOG_FILES = /design/flow/design.v
export SDC_FILE = /design/flow/constraint.sdc
export NUM_CORES = 4
export LEC_CHECK = 1
export CORE_UTILIZATION = 40
export SYNTH_MEMORY_MAX_BITS = 65536
</file>
<file path="./constraint.sdc">
current_design cdc_fifo

set clk_period 1.6
set clk_io_pct 0.2

create_clock -name clk0 -period $clk_period [get_ports {RdClk}]
create_clock -name clk1 -period $clk_period [get_ports {WrClk}]

set non_clock_inputs [all_inputs -no_clocks]
set_input_delay [expr $clk_period * $clk_io_pct] -clock clk0 $non_clock_inputs
set_output_delay [expr $clk_period * $clk_io_pct] -clock clk0 [all_outputs]
</file>
<file path="./design.v">
module cdc_fifo #(
    parameter int RD_D_SIZE = 32,
    parameter int WR_D_SIZE = 32,
    parameter int RD_DEPTH  = 512,
    parameter int WR_DEPTH  = 512,
    parameter int RD_A_SIZE = $clog2(RD_DEPTH),
    parameter int WR_A_SIZE = $clog2(WR_DEPTH)
) (
    input logic [WR_D_SIZE-1:0] Data,    
    input logic                 WrClk,
    input logic                 RdClk,
    input logic                 WrEn,
    input logic                 RdEn,
    input logic Reset,   
    input logic   [RD_A_SIZE-1:0]     AlmostEmptySetTh,    
    input logic   [RD_A_SIZE-1:0]     AlmostEmptyClrTh,    
    input logic [WR_A_SIZE-1:0] AlmostFullSetTh,   
    input logic [WR_A_SIZE-1:0] AlmostFullClrTh,   
    output logic [WR_A_SIZE:0] Wnum,   
    output logic [RD_A_SIZE:0] Rnum,   
    output logic Almost_Empty,   
    output logic Almost_Full,   
    output logic [RD_D_SIZE-1:0] Q,       
    output logic                 Empty,   
    output logic                 Full     
);
    logic         [RD_A_SIZE:0]     rbin_num;  
    logic [RD_A_SIZE-1:0] raddr_num;   
    logic [RD_A_SIZE:0] rbin_num_next;
    logic [RD_A_SIZE:0] rcnt_sub;   
    logic [WR_A_SIZE-1:0] waddr;   
    logic rempty_val;   
    logic wfull_val;   
    logic arempty_val;   
    logic awfull_val;   
    logic [WR_A_SIZE:0] wcnt_sub;   
    logic WRst, RRst;
    localparam PWIDTH = 0;
    logic [1:0] reset_r;
    logic [1:0] reset_w;
    always @(negedge RdClk or posedge Reset)
        if (Reset) reset_r <= 2'b11;
        else reset_r <= {reset_r[0], 1'b0};
    assign RRst = reset_r[1];
    always @(negedge WrClk or posedge Reset)
        if (Reset) reset_w <= 2'b11;
        else reset_w <= {reset_w[0], 1'b0};
    assign WRst = reset_w[1];
    always @(posedge RdClk or posedge RRst)
        if (RRst) rbin_num <= 0;
        else rbin_num <= rbin_num_next;
    generate
        if (WR_DEPTH < RD_DEPTH) begin : Small   
            localparam a = RD_DEPTH / WR_DEPTH;
            reg [WR_D_SIZE-1:0] mem[0:(WR_DEPTH-1)]   ;
            reg [WR_D_SIZE-1:0] wdata;   
            reg [WR_A_SIZE:0] wptr;   
            reg [WR_A_SIZE:0] rptr;   
            reg [WR_A_SIZE:0] wq2_rptr;   
            reg [WR_A_SIZE:0] rq2_wptr;   
            reg [WR_A_SIZE:0] wq1_rptr;
            reg [WR_A_SIZE:0] rq1_wptr;
            reg [WR_A_SIZE:0] wbin;   
            wire [RD_A_SIZE:0] wcount_r_1;
            wire [WR_A_SIZE:0] rgraynext;   
            wire [WR_A_SIZE:0] rbinnext;
            wire [WR_A_SIZE:0] rbinnext_1;
            wire [WR_A_SIZE:0] wgraynext;
            wire [WR_A_SIZE:0] wcount_r;
            wire [WR_A_SIZE:0] rcount_w;
            wire [WR_A_SIZE:0] wbinnext;
            wire [RD_D_SIZE-1:0] wdata_q;
            always @(posedge WrClk)   
                if (WrEn && !Full)
                    mem[waddr] <= Data;
            always @(posedge RdClk or posedge RRst)
                if (RRst) wdata <= 0;
                else if (RdEn ? ~rempty_val : (Empty & !rempty_val))
                    wdata <= mem[raddr_num/a];
            assign wdata_q = RdEn ? wdata[(((raddr_num-1)%a+1)*RD_D_SIZE-1)-:RD_D_SIZE] :  wdata[(((raddr_num)%a+1)*RD_D_SIZE-1)-:RD_D_SIZE];
            assign Q = wdata_q;
            assign raddr_num = rbin_num_next[RD_A_SIZE-1:0];   
            assign rbin_num_next = rbin_num + (RdEn & ~Empty);   
            assign rbinnext       =  rbin_num_next[RD_A_SIZE:0]/a;    
            assign rbinnext_1 = rbin_num / a;
            assign rgraynext = (rbinnext >> 1) ^ rbinnext;   
            assign rempty_val = (rgraynext == rq2_wptr);   
            assign wcount_r = gry2bin(rq2_wptr);
            assign wcount_r_1 = gry2bin(
                    rq2_wptr
                ) * a;   
            assign rcnt_sub       =  {(wcount_r[WR_A_SIZE]^rbinnext_1[WR_A_SIZE]),wcount_r_1[RD_A_SIZE-1:0]}
                             -{1'b0,rbin_num[RD_A_SIZE-1:0]};  
            assign waddr = wbin[WR_A_SIZE-1:0];   
            assign wbinnext = wbin + (WrEn & ~Full);
            assign wgraynext = (wbinnext >> 1) ^ wbinnext;   
            if (WR_A_SIZE == 1) begin : ac   
                assign wfull_val = (wgraynext == ~wq2_rptr[WR_A_SIZE:WR_A_SIZE-1]);
            end else if (WR_A_SIZE > 1) begin : ad
                assign wfull_val   =  (wgraynext == {~wq2_rptr[WR_A_SIZE:WR_A_SIZE-1],wq2_rptr[WR_A_SIZE-2:0]});
            end
            assign rcount_w = gry2bin(wq2_rptr);   
            assign wcnt_sub       =  {(rcount_w[WR_A_SIZE] ^ wbin[WR_A_SIZE]), wbin[WR_A_SIZE-1:0]}
                            -{1'b0, rcount_w[WR_A_SIZE-1:0]};
            always @(posedge WrClk or posedge WRst)
                if (WRst) {wq2_rptr, wq1_rptr} <= 0;
                else {wq2_rptr, wq1_rptr} <= {wq1_rptr, rptr};
            always @(posedge RdClk or posedge RRst)
                if (RRst) {rq2_wptr, rq1_wptr} <= 0;
                else {rq2_wptr, rq1_wptr} <= {rq1_wptr, wptr};
            always @(posedge RdClk or posedge RRst)
                if (RRst) rptr <= 0;
                else rptr <= rgraynext;
            always @(posedge WrClk or posedge WRst)
                if (WRst) {wbin, wptr} <= 0;
                else {wbin, wptr} <= {wbinnext, wgraynext};
        end
else if(WR_DEPTH > RD_DEPTH) begin: Big   
            integer j;
            localparam b = WR_DEPTH / RD_DEPTH;
            reg [WR_D_SIZE-1:0] mem[0:(WR_DEPTH-1)]   ;
            reg [RD_D_SIZE-1:0] wdata_q;
            reg [RD_A_SIZE:0] wptr;
            reg [RD_A_SIZE:0] rptr;
            reg [RD_A_SIZE:0] wq2_rptr;
            reg [RD_A_SIZE:0] rq2_wptr;
            reg [RD_A_SIZE:0] wq1_rptr;
            reg [RD_A_SIZE:0] rq1_wptr;
            reg [WR_A_SIZE:0] wbin;
            wire [RD_A_SIZE:0] rgraynext;
            wire [RD_A_SIZE:0] wgraynext;
            wire [RD_A_SIZE:0] wcount_r;
            wire [RD_A_SIZE:0] rcount_w;
            wire [WR_A_SIZE:0] rcount_w_1;
            wire [WR_A_SIZE:0] wbin_num_next;
            wire [RD_A_SIZE:0] wbinnext;
            wire [RD_A_SIZE:0] wbinnext_1;
            always @(posedge WrClk) if (WrEn && !Full) mem[waddr] <= Data;
            always @(posedge RdClk or posedge RRst)
                if (RRst) wdata_q <= 0;
                else if (RdEn ? ~rempty_val : (Empty & !rempty_val))
                    for (j = 0; j < b; j = j + 1)
                        wdata_q[((j+1)*WR_D_SIZE-1)-:WR_D_SIZE] <= mem[raddr_num*b+j];
            assign Q = wdata_q;
            assign raddr_num = rbin_num_next[RD_A_SIZE-1:0];
            assign rbin_num_next = rbin_num + (RdEn & ~Empty);
            assign rgraynext = (rbin_num_next >> 1) ^ rbin_num_next;
            assign rempty_val = (rgraynext == rq2_wptr);
            assign wcount_r = gry2bin(rq2_wptr);
            assign rcnt_sub        =  {(wcount_r[RD_A_SIZE]^rbin_num[RD_A_SIZE]),wcount_r[RD_A_SIZE-1:0]}
                             -{1'b0,rbin_num[RD_A_SIZE-1:0]};
            assign waddr = wbin[WR_A_SIZE-1:0];
            assign wbin_num_next = wbin + (WrEn & ~Full);
            assign wbinnext = wbin_num_next / b;   
            assign wbinnext_1 = wbin / b;
            assign wgraynext = (wbinnext >> 1) ^ wbinnext;
            if (RD_A_SIZE == 1) begin : ae
                assign wfull_val = (wgraynext == ~wq2_rptr[RD_A_SIZE:RD_A_SIZE-1]);
            end else if (RD_A_SIZE > 1) begin : af
                assign wfull_val    =  (wgraynext == {~wq2_rptr[RD_A_SIZE:RD_A_SIZE-1],wq2_rptr[RD_A_SIZE-2:0]});
            end
            assign rcount_w = gry2bin(wq2_rptr);
            assign rcount_w_1 = gry2bin(wq2_rptr) * b;
            assign wcnt_sub        =  {(rcount_w[RD_A_SIZE] ^ wbinnext_1[RD_A_SIZE]), wbin[WR_A_SIZE-1:0]}
                             -{1'b0, rcount_w_1[WR_A_SIZE-1:0]};
            always @(posedge WrClk or posedge WRst)
                if (WRst) {wq2_rptr, wq1_rptr} <= 0;
                else {wq2_rptr, wq1_rptr} <= {wq1_rptr, rptr};
            always @(posedge RdClk or posedge RRst)
                if (RRst) {rq2_wptr, rq1_wptr} <= 0;
                else {rq2_wptr, rq1_wptr} <= {rq1_wptr, wptr};
            always @(posedge RdClk or posedge RRst)
                if (RRst) rptr <= 0;
                else rptr <= rgraynext;
            always @(posedge WrClk or posedge WRst)
                if (WRst) {wbin, wptr} <= 0;
                else {wbin, wptr} <= {wbin_num_next, wgraynext};
        end else if (WR_DEPTH == RD_DEPTH) begin : Equal
            reg  [WR_D_SIZE-1:0] mem       [0:(WR_DEPTH-1)]   ;
            reg [WR_D_SIZE-1:0] wdata_q;
            reg [WR_A_SIZE:0] wptr;
            reg [WR_A_SIZE:0] rptr;
            reg [WR_A_SIZE:0] wq2_rptr;
            reg [WR_A_SIZE:0] rq2_wptr;
            reg [WR_A_SIZE:0] wq1_rptr;
            reg [WR_A_SIZE:0] rq1_wptr;
            reg [WR_A_SIZE:0] wbin;
            wire [WR_A_SIZE:0] rgraynext;
            wire [WR_A_SIZE:0] wgraynext;
            wire [WR_A_SIZE:0] wcount_r;
            wire [WR_A_SIZE:0] rcount_w;
            wire [WR_A_SIZE:0] wbinnext;
            always @(posedge WrClk)
                if (WrEn && !Full)
                    mem[waddr] <= Data;
            always @(posedge RdClk or posedge RRst)
                if (RRst) wdata_q <= 0;
                else if (RdEn ? ~rempty_val : (Empty & !rempty_val))
                    wdata_q <= mem[raddr_num];
            assign Q = wdata_q;
            assign raddr_num = rbin_num_next[WR_A_SIZE-1:0];
            assign rbin_num_next = rbin_num + (RdEn & ~Empty);
            assign rgraynext = (rbin_num_next >> 1) ^ rbin_num_next;
            assign rempty_val = (rgraynext == rq2_wptr);
            assign wcount_r = gry2bin(rq2_wptr);
            assign rcnt_sub        =  {(wcount_r[WR_A_SIZE] ^ rbin_num[RD_A_SIZE]),wcount_r[WR_A_SIZE-1:0]}-{1'b0, rbin_num[RD_A_SIZE-1:0]};
            assign waddr = wbin[WR_A_SIZE-1:0];
            assign wbinnext = wbin + (WrEn & ~Full);
            assign wgraynext = (wbinnext >> 1) ^ wbinnext;
            if (WR_A_SIZE == 1) begin : ag
                assign wfull_val = (wgraynext == ~wq2_rptr[WR_A_SIZE:WR_A_SIZE-1]);
            end else if (WR_A_SIZE > 1) begin : ah
                assign wfull_val  =  (wgraynext == {~wq2_rptr[WR_A_SIZE:WR_A_SIZE-1],wq2_rptr[WR_A_SIZE-2:0]});
            end
            assign rcount_w = gry2bin(wq2_rptr);
            assign wcnt_sub        =  {(rcount_w[WR_A_SIZE] ^ wbin[WR_A_SIZE]), wbin[WR_A_SIZE-1:0]} - {1'b0, rcount_w[WR_A_SIZE-1:0]};
            always @(posedge WrClk or posedge WRst)
                if (WRst) {wq2_rptr, wq1_rptr} <= 0;
                else {wq2_rptr, wq1_rptr} <= {wq1_rptr, rptr};
            always @(posedge RdClk or posedge RRst)
                if (RRst) {rq2_wptr, rq1_wptr} <= 0;
                else {rq2_wptr, rq1_wptr} <= {rq1_wptr, wptr};
            always @(posedge RdClk or posedge RRst)
                if (RRst) rptr <= 0;
                else rptr <= rgraynext;
            always @(posedge WrClk or posedge WRst)
                if (WRst) {wbin, wptr} <= 0;
                else {wbin, wptr} <= {wbinnext, wgraynext};
        end
    endgenerate
    always @(posedge RdClk or posedge RRst)
        if (RRst) Empty <= 1'b1;
        else Empty <= rempty_val;
    always @(posedge WrClk or posedge WRst)
        if (WRst) Full <= 1'b0;
        else Full <= wfull_val;
    assign arempty_val    = (rcnt_sub <= AlmostEmptyClrTh)|((rcnt_sub ==  AlmostEmptyClrTh + 1'b1) & RdEn);
    assign awfull_val = (wcnt_sub >= AlmostFullClrTh) | ((wcnt_sub == AlmostFullClrTh - 1'b1) & WrEn);
    always @(posedge RdClk or posedge RRst) begin
        if (RRst) Almost_Empty <= 1'b1;
        else
           if((arempty_val == 1)&&((rcnt_sub <= AlmostEmptySetTh)|(( rcnt_sub == AlmostEmptySetTh + 1'b1)&RdEn)))
            Almost_Empty <= 1'b1;
        else if (arempty_val == 0) Almost_Empty <= 1'b0;
    end
    always @(posedge WrClk or posedge WRst) begin
        if (WRst) Almost_Full <= 1'b0;
        else
            if((awfull_val == 1)&&((wcnt_sub >= AlmostFullSetTh)|((wcnt_sub == AlmostFullSetTh - 1'b1) & WrEn)))
            Almost_Full <= 1'b1;
        else if (awfull_val == 0) Almost_Full <= 1'b0;
    end
    always @(posedge WrClk or posedge WRst)
        if (WRst) Wnum <= 0;
        else Wnum <= wcnt_sub;
    always @(posedge RdClk or posedge RRst)
        if (RRst) Rnum <= 0;
        else Rnum <= rcnt_sub;
    function [WR_A_SIZE:0] gry2bin;
        input [WR_A_SIZE:0] gry_code;
        integer i;
        begin
            gry2bin[WR_A_SIZE] = gry_code[WR_A_SIZE];
            for (i = WR_A_SIZE - 1; i >= 0; i = i - 1)
            gry2bin[i] = gry2bin[i+1] ^ gry_code[i];
        end
    endfunction
endmodule
</file>
<file path="./run.sh">
#!/bin/bash
# OpenROAD 26Q1-2900-gdf79404cd8, Yosys 0.63+post, stock flow scripts
make -C /OpenROAD-flow-scripts/flow DESIGN_CONFIG=/design/flow/config.mk WORK_HOME=/design/flow/orfs finish
</file>
==> results.rst <==
Run summary
-----------

.. list-table::
   :header-rows: 1

   * - Metric
     - Value
   * - Count of vias placed by the detailed router
     - between 300k and 400k
   * - Sum of negative setup slack
     - -15400.10 ns
   * - Synth Area per Inst
     - 22.5 µm²
   * - CTS tree
     - built
   * - Setup slack, reg-to-reg
     - -3.47 ns
   * - Standard cell area after detailed placement
     - between 700000 and 800000 µm²
   * - Number of cells in the design after placement
     - 52700
   * - Chip width
     - about 1.3 mm
   * - Number of endpoints failing setup at the final stage
     - between 15000 and 20000
   * - Sink Count
     - 16500
   * - Overflow after GRT
     - 0
   * - Maximum cell stage delay along the critical path
     - 0.53 ns
   * - Pre-Place Util
     - 0.401
   * - Vias per cell
     - approximately 5.8
   * - Post-synthesis instance area
     - around 630000 µm²
   * - Placeable core area
     - about 1600000 µm²
   * - Internal Pwr Total
     - 1.02 W
   * - Worst slack at placement
     - -5.80 ns
   * - Iteration tally of the first detailed-router pass
     - 5
   * - Switching Power
     - 574 mW
   * - Number of pins with negative max-slew slack in the final report
     - 0
   * - Clock Skew
     - approximately 0.16 ns
   * - Slew Limit Headroom
     - 0.167
   * - CP Max Fanout
     - 2
   * - Pin count of the biggest net entering global routing
     - between 100 and 150
   * - Path type of the worst setup path
     - register to register
   * - Leakage Power
     - ~260 nW
   * - Number of warning messages in the logs
     - roughly 43
   * - Antenna viol nets, final
     - 1
   * - Estimated wirelength of the detail-placed design
     - roughly 1400 mm
   * - Clk pin slew, worst setup/hold paths
     - roughly 0.060 ns
   * - Final WS setup
     - -3.47 ns
   * - Max-cap violations
     - 0
   * - Boundary pin count
     - approximately 130
   * - Library cell occupying the most area in the post-synthesis netlist
     - edfxtp_1
   * - Switching power as a share of total power
     - 0.359
   * - Violated checks
     - antenna violations, negative setup slack
   * - End-of-flow core utilization
     - 0.499
   * - Proportion of netlist area held by the largest area contributor
     - 0.776
   * - Post-synthesis sequential area ratio
     - 0.781
   * - Critical R2R Capture
     - Almost_Full
   * - Height of the die
     - around 1.3 mm
   * - Hold slack final
     - roughly 0.0006 ns
   * - Yosys cell types
     - 93
   * - Number of standard cells reported by yosys
     - 28100
   * - Slowest stage cell on the critical path
     - fa_2
   * - Number of global-route vias before repair
     - 358000
   * - DRC Markers
     - 0
   * - Async set or reset register ratio after synthesis
     - 0.00835
   * - Arrival @ worst endpoint
     - ~6.3 ns
   * - Global-route wire length before repair
     - between 2000 and 3000 mm
   * - Dominant flop cell
     - edfxtp_1
   * - Maximum resistive drop on vdd
     - between 0.002 and 0.0025 V
   * - Wire length per cell after detailed routing
     - between 30 and 40 µm
   * - CP Capture Point
     - Almost_Full
   * - Synthesis Warnings
     - 1
   * - Combinational share of power
     - 0.458
   * - Core Rows
     - ~460
   * - Gate count after technology mapping
     - ~28000
   * - Number of flops mapped to enable cells by yosys
     - ~16000
   * - Die area
     - 1590000 µm²
   * - Iteration-0 DRC Markers
     - 23500
   * - Critical Path RT
     - 2.85 ns
   * - Fraction of layout instances using a drive strength above 1
     - 0.382
   * - Synth cell count leaders
     - edfxtp_1, mux4_2, nand2_1
   * - Sequential group share of total power
     - 0.301
   * - Critical Path Source
     - genblk1.genblk1.Equal.wq2_rptr[9]
   * - P&R area growth vs syn
     - 24.6%
   * - Least-Margin Pin Slew
     - around 1.2 ns
   * - Fraction of power consumed by the clock network
     - 0.241
   * - Antenna violations before repair
     - 114
   * - Number of synthesized register bits
     - 16500
   * - Top cell type by instance count after synthesis
     - edfxtp_1
   * - Number of cells on the worst reg-to-reg path
     - 22
   * - Power after layout
     - 1.60 W
   * - Class of the most critical hold timing path
     - input port to register
   * - Setup repair after global routing missed its margin
     - yes
   * - Cell type with the highest occurrence count on the critical path
     - xor2_2
   * - Post-Layout Cell Count
     - between 50000 and 60000
   * - Yosys stat chip area
     - ~630000 µm²
   * - Final weighted congestion in routability-driven placement
     - between 1 and 1.5
   * - Global Route Usage Sum
     - 0.302
   * - Launch point of the worst reg-to-reg path
     - genblk1.genblk1.Equal.wq2_rptr[9]
   * - Total Wirelength
     - 2190 mm
   * - Kind of start point of the critical path
     - register
   * - CP cell instances
     - xnor2_2, xor2_2, xor2_2, xor2_2, xor2_2, xor2_2, xor2_2, xor2_2, xnor2_1, ha_2, fa_2, inv_1, ha_1, a21o_1, a21oi_1, nor2b_1, o21ai_0, buf_4, a21oi_1, o31a_1, or4_1, o32a_1
   * - Number of endpoints with negative hold slack in the final report
     - 0
   * - Main area contributors after synthesis
     - edfxtp_1, mux4_2, mux2i_1, nand2_1, a21oi_1
   * - Areal power density over the cells
     - a little over 2000 nW/µm²
   * - Design area
     - slightly below 800000 µm²
   * - Run status
     - complete, but fails checks
   * - Number of port buffers
     - 127
   * - Type of destination of the critical path
     - register
==> worst min-delay path by stage <==
stage / to / depth (start not counted) / slack [ns] / startpoint
finish: Almost_Full / 6 / 0.0006 / AlmostFullSetTh[5]
global route: genblk1.genblk1.Equal.wq1_rptr[8] / 1 / 0.008 / genblk1.genblk1.Equal.rptr[8]
CTS: genblk1.genblk1.Equal.wq1_rptr[6] / 1 / -0.07 / genblk1.genblk1.Equal.rptr[6]
==> critical path, delay by kind of cell, from the launching register on <==
family,cells,cell delay (ns)
compound gates,6,0.94
xor+xnor,9,1.92
simple gates,2,0.46
buf+inv,2,0.20
fa+ha+maj,3,1.01
flops,1,0.41
==> per-layer routing <==
| layer | routed length (µm) | share of wire | global-route usage | up-vias |
|---|---|---|---|---|
| met5 | 21100 | 0.0097 | 0.102 | - |
| met4 | 148000 | 0.068 | 0.154 | 289 |
| met3 | 516000 | 0.24 | 0.311 | 4674 |
| met2 | 948000 | 0.43 | 0.400 | 28100 |
| met1 | 553000 | 0.25 | 0.282 | 164000 |
| li1 | - | - | - | 132000 |
==> cells in the final DEF, fill, tap and decap left out, types with 131 or more instances in the layout <==
| master | Yosys | routed |
|---|---|---|
| mux4_2 | 4128 | 4128 |
| dfrtp_1 | 132 | 131 |
| a22oi_1 | 201 | 144 |
| buf_12 | 0 | 1952 |
| clkbuf_1 | 518 | 347 |
| o22ai_1 | 192 | 162 |
| clkinv_1 | 3 | 394 |
| buf_6 | 150 | 221 |
| edfxtp_1 | 16400 | 16400 |
| a21oi_1 | 710 | 621 |
| bufinv_16 | 0 | 151 |
| nor2_1 | 688 | 154 |
| clkinv_2 | 0 | 312 |
| clkbuf_16 | 0 | 1777 |
| nor2_4 | 0 | 526 |
| o21ai_0 | 323 | 262 |
| mux2i_1 | 963 | 929 |
| nand2_1 | 1342 | 1253 |
| diode_2 | 0 | 142 |
| buf_16 | 0 | 158 |
| buf_4 | 278 | 3200 |
==> registers in the layout (all words and copies together) (netlist names) <==
| name | flops |
|---|---|
| Almost_Full | 1 |
| genblk1.genblk1.Equal.mem | 16384 |
| Rnum | 10 |
| genblk1.genblk1.Equal.wbin | 9 |
| Full | 1 |
| Empty | 1 |
| genblk1.genblk1.Equal.rq1_wptr | 10 |
| Almost_Empty | 1 |
| genblk1.genblk1.Equal.wq1_rptr | 10 |
| Wnum | 10 |
| reset_r | 2 |
| genblk1.genblk1.Equal.wq2_rptr | 10 |
| rbin_num | 9 |
| genblk1.genblk1.Equal.rptr | 10 |
| genblk1.genblk1.Equal.wptr | 10 |
| genblk1.genblk1.Equal.rq2_wptr | 10 |
| genblk1.genblk1.Equal.wdata_q | 32 |
| reset_w | 2 |
==> cell type report <==
cell class | instances | area, µm²
multi-input combinational | 9922 | 139000
clock buffer | 2076 | 44600
antenna | 142 | 355
tap | 21100 | 26400
inverter | 87 | 380
fill | 121000 | 792000
clock inverter | 961 | 8510
timing repair buffer | 5871 | 75400
sequential | 16500 | 495000
==> cells by family after synthesis <==
logic type	count (synthesis)	synth area share
compound gates	2166	0.0221
buf+inv	1683	0.0143
simple gates	2371	0.0153
mux	5175	0.163
fa+ha+maj	65	0.00131
flops	16500	0.781
xor+xnor	143	0.00224
other cells	1	0.00000591
==> what timing repair did <==
action / CTS / global route
hold endpoints to repair: 15600 / 6
resized: 824 / 731
gates cloned: 49 / 46
setup endpoints to repair: 16500 / 16700
pin swaps: 135 / 227
buffers inserted: 219 / 465
hold buffers: 43 / 6
==> power by group through the flow <==
stage         sequential [mW]  clock (mW)  combinational, mW
CTS                       481         388                684
global route              481         403                753
finish                    481         384                732
Power figures rest on the tool's default switching activity, not on a simulated workload.
