`/design/flow/run.sh`:
```
#!/bin/bash
# OpenROAD 26Q1-2900-gdf79404cd8, Yosys 0.63+post, stock flow scripts
make -C /OpenROAD-flow-scripts/flow DESIGN_CONFIG=/design/flow/config.mk WORK_HOME=/design/flow/orfs finish
```
`/design/flow/config.mk`:
```
export PLATFORM = sky130hd
export DESIGN_NAME = psxddr_to_ahb
export DESIGN_NICKNAME = psxddr_to_ahb
export VERILOG_FILES = /design/flow/design.v
export SDC_FILE = /design/flow/constraint.sdc
export NUM_CORES = 4
export LEC_CHECK = 1
export CORE_UTILIZATION = 30
```
`/design/flow/constraint.sdc`:
```
current_design psxddr_to_ahb

set clk_period 6.7
set clk_io_pct 0.2

create_clock -name clk0 -period $clk_period [get_ports {DDRAM_CLK}]

set non_clock_inputs [all_inputs -no_clocks]
set_input_delay [expr $clk_period * $clk_io_pct] -clock clk0 $non_clock_inputs
set_output_delay [expr $clk_period * $clk_io_pct] -clock clk0 [all_outputs]
```
`/design/flow/design.v`:
```
module psxddr_to_ahb
(
    input         RESETN,
	input         DDRAM_CLK,
	output        DDRAM_BUSY,
	input   [7:0] DDRAM_BURSTCNT,
	input  [28:0] DDRAM_ADDR,
	output [63:0] DDRAM_DOUT,
	output        DDRAM_DOUT_READY,
	input         DDRAM_RD,
	input  [63:0] DDRAM_DIN,
	input   [7:0] DDRAM_BE,
	input         DDRAM_WE,
    output          HCLK,    
    output [31:0]   HADDR,         
    output [ 1:0]   HTRANS,
    output          HWRITE,
    output [ 2:0]   HSIZE,
    output [ 2:0]   HBURST,
    output [ 7:0]   HWSTRB,
    output [63:0]   HWDATA,
    input  [63:0]   HRDATA,
    input           HREADY,
    input  [ 1:0]   HRESP
);
logic [28:0] haddr_out = 0; 
logic hwrite_out = 0;
logic htrans_out = 0;
logic [63:0] hwdata_r = 0;
logic [63:0] hwdata_out = 0;
logic  [7:0] hwstrb_r = 0;
logic  [7:0] hwstrb_out = 0;
logic  [7:0] burstcnt_r = 0;
typedef enum logic [2:0] {
    IDLE,
    WRITE_ADDR,
    WRITE_DATA,
    READ_ADDR,
    READ_DATA
} ahbstate_t;
ahbstate_t c_s = IDLE;
assign HCLK = DDRAM_CLK;
assign HADDR[31:29] = 3'b000;  
assign HADDR[28: 0] = haddr_out;
assign HSIZE = 3'b011;  
assign HBURST = 3'b000;  
assign HWRITE = hwrite_out;
assign HTRANS = {htrans_out, 1'b0};
assign HWDATA = hwdata_out;
assign HWSTRB = hwstrb_out;
assign DDRAM_BUSY = (c_s == WRITE_ADDR) || (c_s == WRITE_DATA);
assign DDRAM_DOUT = HRDATA;  
assign DDRAM_DOUT_READY = (c_s == READ_DATA) & HREADY;
always_ff @(posedge DDRAM_CLK or negedge RESETN) begin
    if(!RESETN) begin
        c_s <= IDLE;
        htrans_out <= 0;
        hwrite_out <= 0;
    end else begin
        case(c_s)
        IDLE: begin
            if(DDRAM_WE) begin
                c_s <= WRITE_ADDR;
                haddr_out <= DDRAM_ADDR;
                hwrite_out <= 1;
                htrans_out <= 1;
                hwdata_r <= DDRAM_DIN;
                hwstrb_r <= DDRAM_BE;
            end
            else if(DDRAM_RD) begin
                c_s <= READ_ADDR;
                haddr_out <= DDRAM_ADDR;
                hwrite_out <= 0;
                htrans_out <= 1;
                burstcnt_r <= DDRAM_BURSTCNT;
            end
        end
        WRITE_ADDR: begin
            if(HREADY) begin
                c_s <= WRITE_DATA;
                hwrite_out <= 0;
                htrans_out <= 0;
                hwdata_out <= hwdata_r;
                hwstrb_out <= hwstrb_r;
            end
        end
        WRITE_DATA: begin
            if(HREADY) begin
                c_s <= IDLE;
            end
        end
        READ_ADDR: begin
            if(HREADY) begin
                c_s <= READ_DATA;
                if(burstcnt_r == 8'd1) 
                    htrans_out <= 0;
                else
                    haddr_out <= haddr_out + 29'd8;
            end
        end
        READ_DATA: begin
            if(HREADY) begin
                burstcnt_r <= burstcnt_r - 8'd1;
                if(burstcnt_r == 8'd1) begin
                    c_s <= IDLE;
                end else
                if(burstcnt_r == 8'd2) begin
                    c_s <= READ_DATA;
                    htrans_out <= 0;
                end
                else begin
                    c_s <= READ_DATA;
                    haddr_out <= haddr_out + 29'd8;  
                end
            end
        end
        default: begin
            c_s <= IDLE;
            hwrite_out <= 0;
            htrans_out <= 0;
        end
        endcase
    end
end
endmodule
```
==> results.sh <==
# yosys + openroad results
export IMPL_cp_top_family="buffers and inverters"
export IMPL_final_area_sq_mm=0.0102
export IMPL_finalWirelength_um=17000
export IMPL_gr_usage_met2_pct=20.3
export IMPL_cap_violations=0
export IMPL_final_setup_viol_count=0
export IMPL_cpMostUsedCell="clkbuf_16"
export IMPL_antenna_left=0
export IMPL_grt_pass1_wl_um=25800
export IMPL_placementRows=57
export IMPL_track_usage_pct=14.0
export IMPL_crit_chain="clkbuf_16 > clkbuf_16 > clkdlybuf4s50_1"
export IMPL_fin_ws_ps=1380
export IMPL_cp_data_required_time_ps=5360
export IMPL_clk_pin_slew_ps=70
export IMPL_dieArea_sq_mm=0.0256
export IMPL_ys_ff=186
export IMPL_crit_buf_inv=3
export IMPL_drc=0
export IMPL_grt_max_degree=55
export IMPL_post_cts_buffers=0
export IMPL_drive_gt1_share_pct=7.20
export IMPL_power_density_mw_per_mm2=343
export IMPL_critical_path_endpoint_type="primary output"
export IMPL_portBuffers=219
export IMPL_status="complete, no violations"
export IMPL_dp_hpwl_um=12000
export IMPL_placed_cell_area_sq_mm=0.00955
export IMPL_cts_tree="done"
export IMPL_crit_arrival_ps=3980
export IMPL_grt_antenna_before_repair=3
export IMPL_vdd_drop_max_v=0.000216
export IMPL_edf_count=181
export IMPL_cp_slowest_cell="clkdlybuf4s50_1"
export IMPL_ys_warn_count=1
export IMPL_die_x_um=160
export IMPL_grt_util_met1_pct=19.1
export IMPL_hold_viol=0
export IMPL_final_cell_mix="clkdlybuf4s50_1 (219), edfxtp_1 (181), nand2_1 (34)"
export IMPL_core_area_sq_mm=0.0244
export IMPL_gp_congestion=0.858
export IMPL_r2r_slack_ps=3830
export IMPL_ios=360
export IMPL_synthToLayoutAreaGrowth_pct=36.4
export IMPL_clkLatencyLatePin_ps=530
export IMPL_synth_area_sq_mm=0.00750
export IMPL_final_setup_skew_ps=12.9
export IMPL_die_h_um=160
export IMPL_worstSetupPathType="clk2out"
export IMPL_final_max_slew_viol_count=0
export IMPL_fin_setup_tns_ps=0
export IMPL_grt_pass1_vias=4463
export IMPL_route_vias_total=4502
export IMPL_worst_pin_slew_ps=686
export IMPL_async_reset_ff_share_pct=2.69
export IMPL_synth_cells=491
export IMPL_slew_limit_headroom_pct=54.2
export IMPL_ff_type="edfxtp_1"
export IMPL_nFillCells=2154
export IMPL_fin_cells=992
export IMPL_hp_class="reg2reg"
export IMPL_avgSynthCellArea_sq_um=15.3
export IMPL_yosys_cells=491
export IMPL_dp_cells=957
export IMPL_dr_pass1_iters=5
export IMPL_top_usage_layer="met2"
export IMPL_hold_buffers=0
export IMPL_drt_iter0_drc=200
export IMPL_rsz0062_at_grt="no"
export IMPL_wire_per_inst_um=17.1
export IMPL_synth_seq_share_pct=74.1
export IMPL_core_util_floorplan_pct=30.8
export IMPL_slowest_delay_ps=380
export IMPL_place_ws_ps=1640
export IMPL_p_leak_nw=3.43
export IMPL_ys_area_sq_mm=0.00750
export IMPL_grt_overflow=0
export IMPL_total_power_mw=3.50
export IMPL_hold_ws_ps=416
export IMPL_ys_types=48
export IMPL_cts_resized=0
export IMPL_utilization_pct=41.9
export IMPL_layout_top_cell="clkdlybuf4s50_1"
export IMPL_met3_usage_pct=9.05
export IMPL_critPathMaxFanout=2
export IMPL_critPathLaunchType="clock port"
export IMPL_warnings=30
export IMPL_viasPerCell=4.54
[cells by family (layout without fill, tap and decap cells)]
logic type	count (synthesis)	count (layout)	synth area share, %
multiplexers	2	2	0.300
flip-flops	186	186	74.1
AND/OR/NAND/NOR	118	118	8.56
adder cells (fa/ha/maj)	4	4	0.667
other	2	11	0.100
AND-OR/OR-AND	66	66	5.49
XOR/XNOR	17	17	1.99
buffers and inverters	96	264	8.77
[worst paths after layout]
path,start,to,cells after the start
setup reg to reg,c_s[2]$_DFFE_PN0P_,haddr_out[17]$_DFFE_PP_,4
max in group asynchronous,RESETN,c_s[2]$_DFFE_PN0P_,1
min in group asynchronous,RESETN,c_s[0]$_DFFE_PN0P_,1
hold reg to reg,hwdata_r[10]$_DFFE_PP_,hwdata_out[10]$_DFFE_PP_,0
hold / removal,hwdata_r[10]$_DFFE_PP_,hwdata_out[10]$_DFFE_PP_,0
setup / recovery,DDRAM_CLK,HCLK,3
[metal layers]
metal / wire length [um] / vias up
li1: - / 2095
met1: 6740 / 2093
met2: 7410 / 286
met3: 2640 / 22
met4: 165 / 6
met5: 41 / -
[cell usage after synthesis, types with 2 or more instances]
master	number	area, sq um
edfxtp_1	181	5440
buf_4	76	571
nand2_1	34	128
o21ai_0	27	135
nor2_1	23	86.3
a31oi_1	15	93.8
and3_1	10	62.6
o31ai_1	9	67.6
or4_1	9	67.6
xnor2_1	9	78.8
clkbuf_1	8	30.0
xor2_1	8	70.1
nand3_1	7	35.0
inv_1	6	22.5
or3_1	6	37.5
and4_1	5	43.8
dfrtp_1	5	125
nand4_1	5	31.3
nor3_1	5	25.0
a21oi_1	4	20.0
buf_2	4	20.0
ha_1	4	50.1
and2_1	2	12.5
conb_1	2	7.51
mux2_2	2	22.5
nand2b_1	2	12.5
o221ai_1	2	17.5
[state kept, by name, summed over array words and instances, names as in the netlist]
name / cells
hwdata_out: 64
c_s: 3
hwdata_r: 64
haddr_out: 29
hwstrb_r: 8
hwrite_out: 1
hwstrb_out: 8
htrans_out: 1
burstcnt_r: 8
[power breakdown]
group | internal [mW] | total, mW | switching [mW]
logic | 0.372 | 0.710 | 0.338
registers | 1.53 | 1.68 | 0.150
clock network | 0.621 | 1.11 | 0.490
total | 2.53 | 3.50 | 0.978
[layout make-up]
cell class / count / area, sq um / area share [%]
Sequential cell: 186 / 5560 / 54.4
Inverter: 6 / 22.5 / 0.220
Timing Repair Buffer: 223 / 2220 / 21.7
Clock buffer: 21 / 510 / 4.99
Antenna cell: 1 / 2.50 / 0.0245
Tap cell: 324 / 405 / 3.96
Multi-Input combinational cell: 217 / 1330 / 13.0
Clock inverter: 14 / 175 / 1.71
